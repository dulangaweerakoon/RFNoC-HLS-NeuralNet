==> /design/flow/config.mk <==
export PLATFORM = sky130hd
export DESIGN_NAME = packet_resizer_variable
export DESIGN_NICKNAME = packet_resizer_variable
export VERILOG_FILES = /design/flow/design.v
export SDC_FILE = /design/flow/constraint.sdc
export NUM_CORES = 4
export LEC_CHECK = 1
export CORE_AREA = 10 10 145 145
export DIE_AREA = 0 0 155 155
==> /design/flow/constraint.sdc <==
current_design packet_resizer_variable

set clk_period 2.5
set clk_io_pct 0.2

create_clock -name clk0 -period $clk_period [get_ports {clk}]

set non_clock_inputs [all_inputs -no_clocks]
set_input_delay [expr $clk_period * $clk_io_pct] -clock clk0 $non_clock_inputs
set_output_delay [expr $clk_period * $clk_io_pct] -clock clk0 [all_outputs]
==> /design/flow/design.v <==
module packet_resizer_variable
   (input clk, input reset,
    input [15:0] next_dst_sid,
    input [15:0] pkt_size,
    input [31:0] i_tdata, input [127:0] i_tuser, input i_tlast, input i_tvalid, output i_tready,
    output [31:0] o_tdata, output [127:0] o_tuser, output o_tlast, output o_tvalid, input o_tready);
   reg [15:0]     count;
   reg            first_packet_in_burst = 1'b1;
   wire [1:0]     TYPE_in = i_tuser[127:126];
   wire           TSI_in = i_tuser[125];
   wire           EOB_in = i_tuser[124];
   wire [11:0]    SEQ_in = i_tuser[123:112];
   wire [15:0]    LEN_in = i_tuser[111:96];
   wire [15:0]    SRC_in = i_tuser[95:80];
   wire [15:0]    DST_in = i_tuser[79:64];
   wire [63:0]    TIME_in = i_tuser[63:0];
   wire [1:0]     TYPE_out = TYPE_in;
   wire           TSI_out = TSI_in & first_packet_in_burst;
   wire           EOB_out = EOB_in & i_tlast;
   wire [11:0]    SEQ_out = SEQ_in;      
   wire [15:0]    LEN_out = LEN_in;      
   wire [15:0]    SRC_out = DST_in;
   wire [15:0]    DST_out = next_dst_sid;
   wire [63:0]    TIME_out = TIME_in;
   assign o_tdata = i_tdata;
   assign o_tlast = (count == pkt_size) | EOB_out;   
   assign o_tuser = { TYPE_out, TSI_out, EOB_out, SEQ_out, LEN_out, SRC_out, DST_out, TIME_out };
   assign o_tvalid = i_tvalid;
   assign i_tready = o_tready;
   always @(posedge clk)
     if(reset)
       count <= 16'd1;
     else
       if(o_tvalid & o_tready)
         if(o_tlast)
           count <= 16'd1;
         else
           count <= count + 16'd1;
   always @(posedge clk)
     if(reset)
       first_packet_in_burst <= 1'b1;
     else
       if(o_tvalid & o_tready & o_tlast)
         first_packet_in_burst <= EOB_out;
endmodule  
==> /design/flow/run.sh <==
#!/bin/bash
# OpenROAD 26Q1-2900-gdf79404cd8, Yosys 0.63+post, stock flow scripts
make -C /OpenROAD-flow-scripts/flow DESIGN_CONFIG=/design/flow/config.mk WORK_HOME=/design/flow/orfs finish
==> Changelog: implementation <==
### Changed

- Skew-Pair Late Insertion Delay: 0.25 ns
- Post-Synth Adder-Cell Area: 0.5609%
- Number of distinct library cell variants in the gate-level netlist after synthesis: 29
- Transition time of the tightest slew-check pin: 0.4295 ns
- Number of max-slew violations in the final report: 0
- Number of global-route vias before repair: 1,221
- Total Routed Length: 6310 um
- Max transition margin: 71.14%
- CP max FO: 2
- Data arrival time of the critical path: 1.92 ns
- Clock sink count: 17
- DPL Wire Length: 5319 um
- Yosys top cell area share: 54.51%
- Final standard cell count with taps included and fillers excluded: 377
- Leakage dissipation: 0.6295 nW
- Cell Area, Synth: 2231 sq um
- Most used standard cell by instance count after synthesis: sky130_fd_sc_hd__buf_4
- Synthesized area per cell: 8.083 sq um
- Startpoint types: primary input
- Fin Setup TNS: 0 ns
- Pre-placement core utilization: 12.42%
- Post-route antenna net violation count: 0
- Pin count of the biggest net entering global routing: 16
- Register bit count reported by yosys: 17
- Most common library cells after synthesis: 162 x sky130_fd_sc_hd__buf_4, 26 x sky130_fd_sc_hd__xor2_1, 17 x sky130_fd_sc_hd__dfxtp_1
- Outcome: completed
- Total track usage: 4.746%
- Worst min-delay path category: reg -> reg
- Clock tree from TritonCTS: built
- Placed instance count: 371
- Maximum clock path buffer count: 2
- Total cells reported by yosys after synthesis: 276
- Number of violations reported at the end of detailed-routing iteration 0: 19
- Layout Area Growth over Synthesis: -24.23%
- MUX share of area: 0%
- Cell at the root of the clock tree: sky130_fd_sc_hd__clkbuf_16
- Path depth of the worst reg2reg path: 8
- Count of hold buffers inserted by post-cts repair: 0
- Chip area: 24,030 sq um
- Floorplan Core Area: 17,960 sq um
- Post-DR wirelength/cell: 16.74 um
- Fraction of final layout cells sized beyond drive strength 1: 19.73%
- Grt total ovfl: 0
- Warnings, synthesis: 1
- Tool warnings: 41
- Area share of and/or/nand/nor cells after synthesis: 14.53%
- Worst setup slack before clock tree synthesis: -0.3156 ns
- Number of vias per cell after detailed routing: 2.963
- Post-Route Utilization: 9.410%
- Kind of end point of the critical path: output port
- Worst Hold Path Cells: 2
- Yosys synthesis chip area: 2231 sq um
- Share of the clock period used by the worst path: 96.72%
- Hold wc startpoint: first_packet_in_burst
- Total of max-cap violations: 0
- Power per cell area: 412.0 nW/um^2
- Clock period minus final worst setup slack: 2.418 ns
- Total number of placement rows: 49
- Setup clock skew after layout: 0.001828 ns
- H-tree levels: 1
- Critical setup path kind: in -> out
- Top achievable clock speed: 413.6 MHz
- Routability-driven placement congestion ratio: 0.6986
- Final Hold Viols: 0
- Number of I/O pins: 360
- IO Port Bufs: 27
- Antenna violations before repair: 2
- Remaining DRCs: 0
- Cell accounting for the most synthesized area: sky130_fd_sc_hd__buf_4
- Worst vdd rail ir drop: 0.1763 mV
- Ao+oa area frac: 1.683%
- RSZ-0062 raised after global routing: no
- Final std cell area, no fill: 1690 sq um
- Post-detailed-placement cell area: 1588 sq um
- Ys flop type: sky130_fd_sc_hd__dfxtp_1
- First-pass GRT wire length: 8142 um
- Combinational family with the most area after synthesis: buffers and inverters
- XOR/XNOR share of the synthesized area: 11.78%
- Worst setup slack after layout: 0.08206 ns
- Async set-reset flop share out of synthesis: 0%
- Final setup viols: 0
- Reg-to-Reg Start: count[2]
- Crit. Startpoint: pkt_size[14]
- Horizontal die dimension: 155 um
- Register clock-pin slew on the reported worst setup and hold paths: 0.05 ns
- Synth area leaders: sky130_fd_sc_hd__buf_4 55%, sky130_fd_sc_hd__dfxtp_1 15%, sky130_fd_sc_hd__xor2_1 10%
- Vias after detailed routing: 1,117
- Number of enable-type register cells in the synthesized netlist: 0
- Critical path required time: 2.00 ns
- CTS Buf Count: 3
- TritonRoute pass-1 iters: 3
- Count of mapped cells out of synthesis: 276
- Die boundary height: 155 um
- Design Power: 696.4 uW
- Sequential share of the synthesized area: 15.26%
- Worst-case hold slack: 0.4640 ns
layout by cell type (no fill, tap or decap), drive strengths merged, types with 5 or more instances in the layout:
master         instances
xor2                  26
nor2                  20
dfxtp                 17
clkdlybuf4s50         15
nand2                  9
dlygate4sd2            7
buf                    6
nand3                  5
dlymetal6s2s           5
nand4                  5
path summary, 6_finish.rpt:
check / to / slack, ns
worst min register to register: first_packet_in_burst / 0.46
worst max-delay path: o_tlast / 0.08
worst min-delay path: first_packet_in_burst / 0.46
worst max register to register: count[15] / 0.63
repair_timing:
| item | in CTS | in global routing |
|---|---|---|
| endpoints found under the setup margin | 1 | 1 |
| pin swaps | 4 | 5 |
| gates cloned | 0 | 0 |
| setup buffers | 1 | 0 |
| gates resized | 8 | 5 |
flip-flops by register name, summed over array words and instances (netlist names):
| name | count |
|---|---|
| first_packet_in_burst | 1 |
| count | 16 |
report_power, final:
part | internal, mW | total (mW) | switching, mW
Clock | 0.214 | 0.319 | 0.105
Combinational | 0.0557 | 0.0965 | 0.0409
Sequential | 0.276 | 0.281 | 0.00569
critical path, cell delays in order:
cell	delay (ns)
sky130_fd_sc_hd__clkdlybuf4s50_1	0.41
sky130_fd_sc_hd__xor2_1	0.15
sky130_fd_sc_hd__nor4_2	0.34
sky130_fd_sc_hd__nand4_4	0.14
sky130_fd_sc_hd__or2b_1	0.18
sky130_fd_sc_hd__dlygate4sd2_1	0.20
layer usage:
metal	wire [um]	track usage, %	up-vias
li1	-	-	443
met1	1419	3.094	433
met2	2620	6.512	163
met3	1528	5.262	74
met4	685	4.993	4
met5	57	1.512	-
cells by family (layout without fill, tap and decap cells):
group                      count (synthesis)  after routing
AOI/OAI and AO/OA                          5              5
xor gates and xnor gates                  30             30
adders and majority gates                  1              1
buffers and inverters                    167             38
DFF                                       17             17
other                                      0              1
and+or+nand+nor                           56             56
area by class of cell:
type	count	area, sq um
antenna	1	2.502
clock buffer	3	75.07
clock inverter	1	5.005
fill	2084	16270
inverter	1	3.754
multi-input combinational	92	645.6
sequential	17	340.3
tap	229	286.5
timing repair buffer	33	331.6
Power and IR drop assume default switching activity.
